==> flow/design.v <==
module ClockDivider(cin,cout);
	input cin;
	output reg cout;
reg[31:0] count = 32'd0;
parameter D = 32'd50000000;
always @(posedge cin)
begin
	if (count == D / 2)
		begin
			count <= 32'd0;
			cout <= ~cout;
		end
	else
		begin
			count <= count + 32'd1;
		end
end
endmodule
module HelloWorld(
    input clk,                             
    output [0 : 6] display0_Output,        
    output [0 : 6] display1_Output,        
    output [0 : 6] display2_Output,        
    output [0 : 6] display3_Output,        
    output [0 : 6] display4_Output,        
    output [0 : 6] display5_Output         
);
    wire clk_slow;                         
    reg display_toggle = 0;                
    ClockDivider clk_divider(
        .cin(clk),
        .cout(clk_slow)
    );
    always @(posedge clk_slow) begin
        display_toggle <= ~display_toggle;
    end
    assign display0_Output = (display_toggle == 0) ? 7'b1001000 : 7'b1100001;
    assign display1_Output = (display_toggle == 0) ? 7'b0110000 : 7'b1000011;
    assign display2_Output = (display_toggle == 0) ? 7'b1110001 : 7'b0000001;
    assign display3_Output = (display_toggle == 0) ? 7'b1110001 : 7'b1111010;
    assign display4_Output = (display_toggle == 0) ? 7'b0000001 : 7'b1110001;
    assign display5_Output = (display_toggle == 0) ? 7'b1111111 : 7'b1000010;
endmodule
==> flow/run.sh <==
#!/bin/bash
# OpenROAD 26Q1-2900-gdf79404cd8, Yosys 0.63+post, stock flow scripts
make -C /OpenROAD-flow-scripts/flow DESIGN_CONFIG=/design/flow/config.mk WORK_HOME=/design/flow/orfs finish
==> flow/config.mk <==
export PLATFORM = sky130hd
export DESIGN_NAME = HelloWorld
export DESIGN_NICKNAME = HelloWorld
export VERILOG_FILES = /design/flow/design.v
export SDC_FILE = /design/flow/constraint.sdc
export NUM_CORES = 4
export LEC_CHECK = 1
export CORE_AREA = 10 10 96 96
export DIE_AREA = 0 0 106 106
==> flow/constraint.sdc <==
current_design HelloWorld

set clk_period 3.7
set clk_io_pct 0.2

create_clock -name clk0 -period $clk_period [get_ports {clk}]

set non_clock_inputs [all_inputs -no_clocks]
set_input_delay [expr $clk_period * $clk_io_pct] -clock clk0 $non_clock_inputs
set_output_delay [expr $clk_period * $clk_io_pct] -clock clk0 [all_outputs]
==> Changelog: implementation <==
## Implementation

* Status: completed
* Final number of setup-violating endpoints at 0
* Post-CTS Resized at 0
* Register pins left without a clock at 1
* Kind of critical path: flop to flop
* Achievable Freq at roughly 0.54 GHz
* FP Util at 24.25%
* Cells in synth_stat.txt at ~190
* Fin crit period at ~1.9 ns
* Initial DRC count at a little under 50
* Min-delay src: clk_divider.count[31]
* Die Size at 11240 um^2
* Share of layout cells above drive strength 1 at approximately 6.2%
* Worst-case clock buffer depth at 2
* CTS tree: yes
* Endpoints left unconstrained at 23
* Row Count at 31
* Hold endpoint: clk_divider.count[31]
* Critical Path RT at 3.69 ns
* DP Wirelength at about 2200 um
* Largest net degree at the start of global routing at 15
* Total I/O pin count at 43
* Crit-path cells: inv_1 > ha_1 > nor4b_1 > and4_1 > nand4_1 > nor2b_1 > buf_4
* Worst Setup End Kind: flop
* CP Launch Type: flop
* Hold Crit Class: flop to flop
* Max-cap violations at 0
* Tcrit/Tclk final at roughly half
* Clk_skew at about 0.0081 ns
* RSZ-0062 raised after global routing: false
* CTS Buf Count at 5
* Psw at 0.1286 mW
* Final Core Density at a little over a quarter
* DR WL/cell at between 10 and 15 um
* Synth flops at 34
* ANT cells at 0
* Reg2Reg Setup Slack at between 1.5 and 2 ns
* Input/output buffers at 22
* Clock Power Share at a little under 50%
* Core area at between 7000 and 8000 um^2
* Mean Syn Cell Area at 9.304 um^2
* Cell Type Count at 25
* Crit Reg-Reg Startpoint: clk_divider.count[0]
* # Post-CTS Setup Buffers at 0
* Worst EP arrival at 1.86 ns
* Worst-path clk slew at approximately 0.070 ns
* Antenna violations before repair at 0
* Final hold viol count at 0
* TNS Setup at 0 ns
* Insertion Delay late pin at about 0.28 ns
* Post-synth seq share at 39.48%
* Worst-path maximum fanout at 14
* Number of global-route vias before repair at between 1000 and 1500
* Chip width at 106 um
* Drt pass-1 iters at 4
* Area share of the leading cell type in the synthesized netlist at between 30% and 40%
* Worst hold stages at 1
* P per Cell Area at roughly 360 nW/um^2
* Remaining Overflow, GRT at 0
* Worst r2r path cells at 7
* H-tree depth at 2
* ANT nets after route at 0
* Register share of total power at roughly half
* Switching Share at about 18%
* Vias per cell at 3.721
* Routed wire length at between 2000 and 3000 um
* Combinational power share at less than 1%
* Cell Area, Synth at between 1500 and 2000 um^2
* Via count at 1094
* Layout area overhead at 12.73%
* Total number of yosys warnings at 2
* Worst slew pin tran at between 0.4 and 0.5 ns
* Internal at 0.5761 mW
* YS chip area at between 1500 and 2000 um^2
* VDD IR max at between 0.0002 and 0.00025 V
* Lkg Pwr at around 0.77 nW
* Post-Synthesis Cells at about 190
* Die Height at around 110 um
* Area leader, netlist: dfxtp_1
* Hold_buf cts at 0
* Max incr delay on CP at approximately 0.34 ns
* RR Endpoint: clk_divider.cout
* Final GP Congestion at ~0.77
* Relative slew slack at between 60% and 70%
* DRC violations left at 0
* Total global-route track usage at between 5 and 6%
* Tool warning count at 26
* Main area contributors: dfxtp_1 (38%), buf_4 (18%), xnor2_1 (7.5%)
* CTS root buf: clkbuf_8
* Slowest cell on the critical path: dfxtp_1
* Final Max Tran Viols at 0
* First-pass GRT wire length at roughly 5200 um
==> per-stage QoR <==
step                      power, mW  hold slack, ns  cells  setup WS (ns)  area, um^2
after floorplan              0.3796          0.4297    206          1.957        1817
after global placement       0.3668          0.4432    286          1.784        1856
after detailed placement     0.3665          0.4480    286          1.801        1856
after CTS                    0.7136          0.4635    294          1.782        1972
after global routing         0.7328          0.4836    294          1.678        1972
final                        0.7046          0.4601    294          1.833        1972
==> registers in the layout, indices dropped and copies added (netlist names) <==
signal and count:
clk_divider.count 32, display_toggle 1, clk_divider.cout 1
==> worst max-delay path, delay by kind of cell (launching register included) <==
family	cells	cell delay (ns)
flip-flops	1	0.34
AND/OR/NAND/NOR	4	0.82
adder cells (fa/ha/maj)	1	0.13
buffers and inverters	2	0.27
==> power groups by stage <==
| stage | sequential, mW | combinational [mW] | clock [mW] |
|---|---|---|---|
| finish | 0.357 | 0.00109 | 0.347 |
| global route | 0.356 | 0.00216 | 0.374 |
| CTS | 0.357 | 0.00188 | 0.355 |
==> cell type report <==
type	instances	area (um^2)
fill	781	5243
multi-input combinational	124	790.8
sequential	34	690.7
timing repair buffer	23	227.7
tap	99	123.9
clock buffer	7	86.33
clock inverter	1	30.03
inverter	6	22.52
==> worst max-delay path by stage <==
stage / end / startpoint / depth (start not counted) / slack, ns
5_1_grt: clk_divider.cout / clk_divider.count[0] / 7 / 1.68
6_report: clk_divider.cout / clk_divider.count[0] / 7 / 1.83
4_1_cts: clk_divider.cout / clk_divider.count[0] / 7 / 1.78
==> layout by cell type, fill, tap and decap left out, drive strengths merged <==
cell type / Yosys / final
edfxtp: 1 / 1
nand3: 14 / 14
nor4: 2 / 2
xor2: 13 / 13
clkbuf: 0 / 7
bufinv: 0 / 1
nor4b: 4 / 4
nor3: 1 / 1
nor2b: 2 / 2
dfxtp: 33 / 33
xnor2: 15 / 15
ha: 2 / 2
buf: 42 / 1
and4: 4 / 4
nand2: 10 / 10
a31oi: 1 / 1
inv: 6 / 6
a21oi: 1 / 1
clkdlybuf4s50: 0 / 22
conb: 2 / 20
a41oi: 2 / 2
nand4: 7 / 7
and3: 8 / 8
nor2: 18 / 18
==> cells by family after synthesis <==
| group | synth area share, % |
|---|---|
| other | 0.4293 |
| and+or+nand+nor | 23.82 |
| adders and majority gates | 1.430 |
| AOI/OAI and AO/OA | 1.645 |
| DFF | 39.48 |
| xor gates and xnor gates | 14.02 |
| buffers and inverters | 19.17 |
==> cell usage after synthesis (all sizes together) <==
master  number
ha           2
a21oi        1
edfxtp       1
xnor2       15
a31oi        1
conb         2
nand4        7
nor3         1
xor2        13
nand3       14
nor4b        4
nor2b        2
and3         8
nand2       10
nor4         2
inv          6
dfxtp       33
a41oi        2
and4         4
buf         42
nor2        18
==> layer usage <==
| layer | part of all wire, % | up-vias | global-route usage, % |
|---|---|---|---|
| li1 | - | 577 | - |
| met1 | 50 | 479 | 7.631 |
| met2 | 39 | 34 | 7.111 |
| met3 | 9.9 | 4 | 2.813 |
| met4 | 0.60 | 0 | 0.5803 |
| met5 | 0 | - | 0 |
No activity file was given, so power comes from the tool's default toggle rates.
